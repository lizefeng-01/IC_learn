==> flow/design.v <==
interface bus_if (input logic clk);
    logic       valid;
    logic [7:0] a;
    logic [7:0] b;
    logic [7:0] sum;
    modport drv_mp (output valid, output a, output b, input sum);
    modport mon_mp (input valid, input a, input b, input sum);
endinterface
module adder (
    input  logic       clk,
    input  logic       valid,
    input  logic [7:0] a,
    input  logic [7:0] b,
    output logic [7:0] sum
);
    always_comb begin
        if (valid)
            sum = a + b;
        else
            sum = '0;
    end
endmodule
==> flow/run.sh <==
#!/bin/bash
# OpenROAD 26Q1-2900-gdf79404cd8, Yosys 0.63+post, stock flow scripts
make -C /OpenROAD-flow-scripts/flow DESIGN_CONFIG=/design/flow/config.mk WORK_HOME=/design/flow/orfs finish
==> flow/config.mk <==
export PLATFORM = sky130hd
export DESIGN_NAME = adder
export DESIGN_NICKNAME = adder
export VERILOG_FILES = /design/flow/design.v
export SDC_FILE = /design/flow/constraint.sdc
export NUM_CORES = 4
export LEC_CHECK = 1
export CORE_AREA = 10 10 70 70
export DIE_AREA = 0 0 80 80
==> flow/constraint.sdc <==
current_design adder

set clk_period 6.1
set clk_io_pct 0.2

create_clock -name clk0 -period $clk_period

set non_clock_inputs [all_inputs -no_clocks]
set_input_delay [expr $clk_period * $clk_io_pct] -clock clk0 $non_clock_inputs
set_output_delay [expr $clk_period * $clk_io_pct] -clock clk0 [all_outputs]
==> run_results.csv <==
group,metric,value,unit
outcome,status,"finished clean",
detailed_routing,drtAntennaViolNets,0,
synth,mux_share,0,
detailed_routing,vias_per_cell,3.535,
synth,synth_area,341.6,um^2
global_routing,grt_usage,0.03517,
floorplanning,fp.dieW,80,um
synth,ys_chip_area,341.6,um^2
timing,tns,0,ns
timing,rsz0062_at_grt,"false",
final_layout,syn_to_final_growth,89.01,%
synth,synthXorXnorAreaFrac,0.07692,
final_layout,regArea,0,um^2
floorplanning,std_cell_rows,21,
synth,synthAoiAreaFrac,0.3516,
floorplanning,die-area,0.006400,mm^2
synth,ys_types,25,
timing,fmax,211.2,MHz
global_routing,overflow,0,
timing,setup_viol,0,
clock_network,cts_resized,0,
power_and_ir_drop,ir_worst_vdd,19.86,uV
global_routing,grt_pass1_vias,411,
timing,setup_ws,1.366,ns
floorplanning,pin_count,26,
timing,finalMaxSlewViolations,0,
detailed_routing,met2WireLength,580,um
flow_run,maxCapViolations,0,
placement,port_buffers,25,
synth,top_logic_kind,"AND-OR/OR-AND gates",
final_layout,ff_count,0,
final_layout,nFillCells,390,
detailed_routing,dr.pass1.iters,3,
synth,adder_share,0.3150,
detailed_routing,insertedDiodeCount,0,
final_layout,postLayoutCellArea,645.6,um^2
synth,yosysSeqAreaShare,0,
flow_run,openroad.warnings,33,
detailed_routing,via_count,403,
final_layout,mi_logic_area,334.1,um^2
detailed_routing,drt_iter0_drc,12,
synth,synth_area_per_cell,7.763,um^2
timing,layout_min_cycle_time,4.734,ns
setup_path,worst-path-max-fanout,3,
floorplanning,initCoreUtil,0.1000,
setup_path,required,4.88,ns
timing,worst_slew_pin_slew,0.4426,ns
detailed_routing,wl_met3,86,um
global_routing,grt_max_degree,12,
timing,timing_hold_violations_final,0,
setup_path,critPathLaunchType,"primary input",
placement,dp_slack,1.374,ns
detailed_routing,drt-total-wl,1.161,mm
placement,dp_hpwl,1.075,mm
setup_path,cp.arrival,3.51,ns
detailed_routing,post-route-drc-count,0,
global_routing,antenna_found_initial,0,
placement,placed_area,645.6,um^2
clock_network,hold_buffers,0,
clock_network,post-cts-setup-buffer-count,0,
setup_path,end_kind,"primary output",
detailed_routing,wl_met1,494,um
power_and_ir_drop,leakage,0.0002531,uW
detailed_routing,routed_wire_length_per_instance,10.18,um
synth,ys_cells,44,
floorplanning,core-area,0.003416,mm^2
synth,simple_gate_share,0.2344,
setup_path,critPathKind,"primary input to primary output",
synth,ys_warn_count,1,
timing,slew_headroom,0.7032,
synth,synthCells,44,
global_routing,grt_pass1_wl,1.856,mm
detailed_routing,top_layer,"met3",
timing,fin_crit_sh,0.7760,
power_and_ir_drop,p_per_area,81.00,mW/mm^2
final_layout,drive_gt1_frac,0,
floorplanning,die_y,80,um
final_layout,clockBufferCount,0,
hold_path,hold_path_class,"primary input to primary output",
placement,place_congestion,0.7571,
==> cells in the mapped netlist <==
cell	instances	area [um^2]
o21bai_1	1	7.510
xnor2_1	2	17.52
nand3_1	1	5.000
o211ai_1	1	7.510
and2_1	4	25.02
inv_1	1	3.750
nor4b_1	1	8.760
a211oi_1	2	15.01
or3_1	1	6.260
a21boi_1	1	7.510
a21oi_1	3	15.01
nand3b_1	1	7.510
nand4_1	2	12.51
o21a_1	1	7.510
and3_1	1	6.260
o21ai_0	3	15.01
ha_1	7	87.58
xor2_1	1	8.760
a31o_1	1	8.760
clkbuf_1	1	3.750
nor3_1	1	5.000
a31oi_1	1	6.260
nor2_1	1	3.750
a21o_1	4	30.03
fa_1	1	20.02
==> through the flow <==
step	hold slack, ns	utilization	power, uW	instances
after detailed placement	3.551	0.1890	53.12	114
final	3.541	0.1890	52.30	114
after CTS	3.558	0.1890	53.43	114
after global placement	3.548	0.1890	52.52	114
after floorplan	2.584	-	24.47	44
after global routing	3.639	0.1890	59.38	114
==> worst max-delay path: stages <==
cell and delay [ns]:
clkdlybuf4s50_1 0.45, ha_1 0.32, a211oi_1 0.40, nor3_1 0.13, or3_1 0.36, a21boi_1 0.13
clkdlybuf4s50_1 0.49
==> cell type report <==
cell class / count / share of cell area
Multi-Input combinational cell: 42 / 0.5174
Timing Repair Buffer: 25 / 0.3876
Tap cell: 46 / 0.08915
Inverter: 1 / 0.005814
==> metal layers <==
metal / track usage / up-vias
li1: - / 220
met4: 0 / 0
met1: 0.04111 / 173
met5: 0 / -
met2: 0.06501 / 10
met3: 0.01023 / 0
==> cells in the final DEF, fill, tap and decap left out, drive strengths merged, types with 2 or more instances in the layout <==
cell            n
xnor2           2
clkdlybuf4s50  25
ha              7
nand4           2
a21o            4
a211oi          2
o21ai           3
and2            4
a21oi           3
==> cells by family (layout without fill, tap and decap cells) <==
kind of cell / count (synthesis) / count (layout)
AND-OR/OR-AND: 18 / 18
AND/OR/NAND/NOR: 13 / 13
adder cells (fa/ha/maj): 8 / 8
buffers and inverters: 2 / 26
XOR/XNOR: 3 / 3
==> worst paths after layout <==
| kind | to | slack, ns | startpoint | depth (start not counted) |
|---|---|---|---|---|
| hold / removal | sum[7] | 3.54 | a[7] | 5 |
| setup / recovery | sum[7] | 1.37 | a[1] | 7 |
==> report_power, final <==
part | switching, uW | total (uW) | internal, uW
sequential | 0 | 0 | 0
combinational | 19.0 | 52.3 | 33.3
clock | 0 | 0 | 0
total | 19.0 | 52.3 | 33.3
Power is estimated from default activity; no workload was simulated.
