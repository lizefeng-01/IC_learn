==> ./design.v <==
interface bus_if (input logic clk);
    logic       valid;
    logic [7:0] a;
    logic [7:0] b;
    logic [7:0] sum;
    modport drv_mp (output valid, output a, output b, input sum);
    modport mon_mp (input valid, input a, input b, input sum);
endinterface
module tail_lamp_ctrl2 (
    input  logic       clk,          
    input  logic       rst_n,        
    input  logic       turn_left,    
    input  logic       turn_right,   
    input  logic       brake,        
    input  logic       fault,        
    output logic [2:0] left_lamp,    
    output logic [2:0] right_lamp    
);
    typedef enum logic [2:0] {
        S_IDLE,      
        S_LEFT,      
        S_RIGHT,     
        S_BRAKE,     
        S_FAULT      
    } state_t;
    state_t state, next;
    logic [2:0] step;
    logic       blink;
    logic turning_mode;
    assign turning_mode =
           (next == S_LEFT) ||
           (next == S_RIGHT) ||
           (next == S_BRAKE && (turn_left || turn_right));
    always_ff @(posedge clk or negedge rst_n) begin
        if (!rst_n) begin
            state <= S_IDLE;
            step  <= 3'd0;
            blink <= 1'b0;
        end else begin
            state <= next;
            if (turning_mode) begin
                if (step == 3'd4)
                    step <= 3'd0;
                else
                    step <= step + 3'd1;
            end else begin
                step <= 3'd0;
            end
            if (next == S_FAULT)
                blink <= ~blink;
            else
                blink <= 1'b0;
        end
    end
    always_comb begin
        next = state;
        if (fault)
            next = S_FAULT;
        else if (brake)
            next = S_BRAKE;
        else if (turn_left)
            next = S_LEFT;
        else if (turn_right)
            next = S_RIGHT;
        else
            next = S_IDLE;
    end
    function automatic logic [2:0] left_pattern (input logic [2:0] s);
        case (s)
            3'd0: left_pattern = 3'b000;
            3'd1: left_pattern = 3'b001;
            3'd2: left_pattern = 3'b011;
            3'd3: left_pattern = 3'b110;
            3'd4: left_pattern = 3'b100;
            default: left_pattern = 3'b000;
        endcase
    endfunction
    function automatic logic [2:0] right_pattern (input logic [2:0] s);
        case (s)
            3'd0: right_pattern = 3'b000;
            3'd1: right_pattern = 3'b100;
            3'd2: right_pattern = 3'b110;
            3'd3: right_pattern = 3'b011;
            3'd4: right_pattern = 3'b001;
            default: right_pattern = 3'b000;
        endcase
    endfunction
    always_comb begin
        left_lamp  = 3'b000;
        right_lamp = 3'b000;
        unique case (state)
            S_IDLE: begin
                left_lamp  = 3'b000;
                right_lamp = 3'b000;
            end
            S_LEFT: begin
                left_lamp  = left_pattern(step);
                right_lamp = 3'b000;
            end
            S_RIGHT: begin
                left_lamp  = 3'b000;
                right_lamp = right_pattern(step);
            end
            S_BRAKE: begin
                if (turn_left) begin
                    left_lamp  = left_pattern(step);
                    right_lamp = 3'b111;
                end else if (turn_right) begin
                    left_lamp  = 3'b111;
                    right_lamp = right_pattern(step);
                end else begin
                    left_lamp  = 3'b111;
                    right_lamp = 3'b111;
                end
            end
            S_FAULT: begin
                left_lamp  = blink ? 3'b111 : 3'b000;
                right_lamp = left_lamp;
            end
            default: begin
                left_lamp  = 3'b000;
                right_lamp = 3'b000;
            end
        endcase
    end
endmodule
==> ./run.sh <==
#!/bin/bash
# OpenROAD 26Q1-2900-gdf79404cd8, Yosys 0.63+post, stock flow scripts
make -C /OpenROAD-flow-scripts/flow DESIGN_CONFIG=/design/flow/config.mk WORK_HOME=/design/flow/orfs finish
==> ./config.mk <==
export PLATFORM = sky130hd
export DESIGN_NAME = tail_lamp_ctrl2
export DESIGN_NICKNAME = tail_lamp_ctrl2
export VERILOG_FILES = /design/flow/design.v
export SDC_FILE = /design/flow/constraint.sdc
export NUM_CORES = 4
export LEC_CHECK = 1
export CORE_AREA = 10 10 70 70
export DIE_AREA = 0 0 80 80
==> ./constraint.sdc <==
current_design tail_lamp_ctrl2

set clk_period 1.6
set clk_io_pct 0.2

create_clock -name clk0 -period $clk_period [get_ports {clk}]

set non_clock_inputs [all_inputs -no_clocks]
set_input_delay [expr $clk_period * $clk_io_pct] -clock clk0 $non_clock_inputs
set_output_delay [expr $clk_period * $clk_io_pct] -clock clk0 [all_outputs]
==> impl_metrics.ini <==
; physical design summary
[clocking]
holdBufCountCts = 0
cts_tree = yes
clkLatencyLatePin_ns = 0.24
clk_path_buf_depth = 2
clkSinkCount = 8
cts-root-buf = clkbuf_4
cts.clk_slew.worst_paths_ns = 0.05
cts_max_level = 1
cts-buffers-inserted = 3

[final_timing]
clock_skew_ns = 0.00313
tightest_slew_ns = 0.377
slew_headroom_pct = 74.8
finalCritPeriodShare_pct = 106
setup_violations = 4
post-route-min-period_ns = 1.69
drv_slew = 0
hold_violations = 0
rsz0062_at_grt = true
max_freq_mhz = 591
setup_ws_ns = -0.0912

[synth]
ys_seq_share_pct = 46.0
syn_area_um2 = 435
synth_flops = 8
yosysWarnings = 1
yosysCellCount = 40
yosysUniqueCellTypes = 15
syn_inst = 40
ys_chip_area_um2 = 435
syn-mean-instance-area_um2 = 10.9

[floorplanning]
io_pins = 12
fp-row-count = 21
coreArea_mm2 = 0.00342
initCoreUtil_pct = 12.7
die_h_um = 80
die-area_mm2 = 0.00640
die_width_um = 80

[critical_path]
slowest_delay_ns = 0.41
cp_max_fo = 4
worstPathCellList = inv_2 > ha_4 > mux2i_2 > buf_4 > o211ai_1 > buf_2
arrival_ns = 1.37
r2r-start = step[0]
crit_path_start = step[0]
worstSetupStartpointType = flop
cp.required_ns = 1.28
crit_path_top_delay_cell = dfrtp_1
cp-end-kind = primary output
crit_type = flop to primary output

[final_layout]
seq_area_um2 = 200
drive_gt1_share_pct = 44.4
fill_cells = 373
layout_top_cells = 9 x buf_4, 8 x dfrtp_1, 4 x dlygate4sd2_1, 4 x buf_2
area.growth.synth_to_final_pct = 64.7
fin_util_pct = 21.0
layout.cells.most_common = buf_4
logic_area_um2 = 269

[detailed_routing]
dr_total_vias = 372
drtIter0Drc = 9
wl_per_cell_um = 9.39
antennaDiodeCount = 0
viasPerCell = 3.41
drc_errors = 0
ant_nets = 0
drt_wl_total_um = 1020
drt_pass1_iterations = 2

[global_routing]
grt_pass1_vias = 368
antenna_found_initial = 0
grt_pass1_wl_um = 1740
grt.total_usage_pct = 3.35
globalRouteOverflowTotal = 0
grt_max_degree = 9

[placement]
hpwl_um = 837
gp_congestion = 0.719
port_buffers = 11

[min_path]
hold_class = input pin to asynchronous set/reset pin

[power_and_ir_drop]
p_leak_nw = 0.307
p_per_area_mw_per_mm2 = 678
irDropWorstVdd_uv = 202
power.total_mw = 0.486

[status]
failed_checks = setup timing
status = complete, but fails checks

[run]
warnings = 30
cap_violations = 0
[Yosys cell counts]
library cell	instances	share of area, %
nor2_1	2	1.7
o211ai_1	3	5.2
o221ai_1	3	6.0
nor2b_1	3	4.3
a21oi_2	1	2.0
ha_1	4	11
a211oi_1	2	3.4
nor3b_1	2	3.4
inv_1	4	3.4
nand2b_1	3	4.3
or3b_1	1	2.0
nand2_1	1	0.86
o21bai_1	2	3.4
mux2i_1	1	2.3
dfrtp_1	8	46
[logic make-up after synthesis]
kind of cell	after synthesis	share of synthesized area [%]
AND-OR/OR-AND	11	20.1
adder cells (fa/ha/maj)	4	11.5
buffers and inverters	4	3.45
flip-flops	8	46.0
multiplexers	1	2.30
AND/OR/NAND/NOR	12	16.7
[sequential cells by signal, summed over array words and instances, names as in the netlist]
| signal | cells |
|---|---|
| blink | 1 |
| state | 4 |
| step | 3 |
[layer usage]
layer | global-route usage, % | wire length [um] | vias up
met5 | 0 | 0 | -
met4 | 0.704 | 7 | 0
met3 | 2.50 | 126 | 2
met2 | 4.25 | 386 | 11
met1 | 4.38 | 503 | 165
li1 | - | - | 194
[worst max-delay path: cells and delay by family (launching register included)]
| kind | cells | cell delay [ns] |
|---|---|---|
| buffers and inverters | 3 | 0.33 |
| adder cells (fa/ha/maj) | 1 | 0.16 |
| flip-flops | 1 | 0.41 |
| multiplexers | 1 | 0.16 |
| AND-OR/OR-AND | 1 | 0.06 |
[stage by stage]
step                      TNS [ns]  worst slack (ns)  std cells  hold slack, ns  cell area (um2)
after CTS                   -0.315            -0.110        108           0.361              699
after detailed placement     -1.93            -0.363        102           0.425              641
after global routing        -0.766            -0.197        109           0.363              717
after floorplan                  0             0.368         40          0.0244              435
final                       -0.202           -0.0912        109           0.358              717
after global placement       -1.89            -0.359        102           0.417              641
[repair_timing]
item / CTS / global route
endpoints found under the setup margin: 6 / 6
resized: 27 / 2
buffers inserted: 3 / 1
pin swaps: 6 / 6
[power breakdown]
group / leakage, nW / switching (mW) / internal (mW)
clock: 0.0138 / 0.0588 / 0.0852
combinational: 0.189 / 0.0496 / 0.0692
sequential: 0.104 / 0.0101 / 0.213
total: 0.307 / 0.119 / 0.368
[worst paths after layout]
path / slack [ns] / depth (start not counted) / endpoint
setup / recovery: -0.09 / 6 / left_lamp[2]
hold / removal: 0.36 / 1 / step[1]
setup reg to reg: 0.10 / 6 / step[2]
hold reg to reg: 0.43 / 1 / blink
max in group asynchronous: 0.97 / 1 / blink
min in group clk0: 0.43 / 1 / blink
[cell type report]
class	count	share of cell area [%]
multi-input combinational	28	37.5
timing repair buffer	20	21.3
inverter	4	2.09
tap	46	8.03
sequential	8	27.9
clock buffer	3	3.14
Power is estimated from default activity; no workload was simulated.
